[/design/flow/run.sh]
#!/bin/bash
# OpenROAD 26Q1-2900-gdf79404cd8, Yosys 0.63+post, stock flow scripts
make -C /OpenROAD-flow-scripts/flow DESIGN_CONFIG=/design/flow/config.mk WORK_HOME=/design/flow/orfs finish
[/design/flow/config.mk]
export PLATFORM = sky130hd
export DESIGN_NAME = InputRouter
export DESIGN_NICKNAME = InputRouter
export VERILOG_FILES = /design/flow/design.v
export SDC_FILE = /design/flow/constraint.sdc
export NUM_CORES = 4
export LEC_CHECK = 1
export CORE_AREA = 10 10 280 280
export DIE_AREA = 0 0 290 290
[/design/flow/constraint.sdc]
current_design InputRouter

set clk_period 46.4
set clk_io_pct 0.2

create_clock -name clk0 -period $clk_period [get_ports {Clock}]
create_clock -name clk1 -period $clk_period [get_ports {RouteEnable}]

set non_clock_inputs [all_inputs -no_clocks]
set_input_delay [expr $clk_period * $clk_io_pct] -clock clk0 $non_clock_inputs
set_output_delay [expr $clk_period * $clk_io_pct] -clock clk0 [all_outputs]
[/design/flow/design.v]
`timescale 1ns/1ns
module InputRouter
#(
	parameter INTEGER_WIDTH = 32,
	parameter DATA_WIDTH_FRAC = 32,
	parameter DATA_WIDTH = INTEGER_WIDTH + DATA_WIDTH_FRAC, 
	parameter NEURON_WIDTH_LOGICAL = 14, 
	parameter NEURON_WIDTH = NEURON_WIDTH_LOGICAL,
	parameter NEURON_WIDTH_INPUT = 11,
	parameter ROW_WIDTH = NEURON_WIDTH_INPUT + NEURON_WIDTH_LOGICAL,
	parameter COLUMN_WIDTH = NEURON_WIDTH_LOGICAL,  
	parameter ADDR_WIDTH = ROW_WIDTH + COLUMN_WIDTH,                
	parameter INPUT_NEURON_START = 0,
	parameter LOGICAL_NEURON_START = 2**NEURON_WIDTH_INPUT										
)																				
(
	input Clock,
	input Reset,
	input RouteEnable,
	input wire Initialize,
	input wire [(NEURON_WIDTH-1):0] ExRangeLOWER,                    
	input wire [(NEURON_WIDTH-1):0] ExRangeUPPER,			
	input wire [(NEURON_WIDTH-1):0] InRangeLOWER,					
	input wire [(NEURON_WIDTH-1):0] InRangeUPPER,			
	input wire [(NEURON_WIDTH-1):0] IPRangeLOWER,			
	input wire [(NEURON_WIDTH-1):0] IPRangeUPPER,			
	input wire [(NEURON_WIDTH-1):0] NeuStart,                        
	input wire [(NEURON_WIDTH-1):0] NeuEnd,                          
	input wire [(NEURON_WIDTH-1):0] NeuronID,                        
	input wire signed [(DATA_WIDTH-1):0] WeightData,                 
	output reg WChipEnable,                                          
	output [(ADDR_WIDTH-1):0] WRAMAddress,                           
	input wire signed [(DATA_WIDTH-1):0] ExWeightSum,                
	input wire signed [(DATA_WIDTH-1):0] InWeightSum,                
	output reg EXChipEnable,                                         
	output reg INChipEnable,                                         
	output reg EXWriteEnable,                                        
	output reg INWriteEnable,                                        
	output wire [(NEURON_WIDTH-1):0] EXAddress,                      
	output wire [(NEURON_WIDTH-1):0] INAddress,                      
	output wire signed [(DATA_WIDTH-1):0] NewExWeightSum,            
	output wire signed [(DATA_WIDTH-1):0] NewInWeightSum,            
	output reg RoutingComplete                                       
);
	reg [(NEURON_WIDTH-1):0] Current_Affected, NID;
	wire Spiked_ExOrIn; 
	reg DoneRead, DoneWrite, Next;
	wire signed [(DATA_WIDTH-1):0] CurrentWeight, CurrentEx, CurrentIn;
	assign WRAMAddress[(ADDR_WIDTH-1):(ADDR_WIDTH-ROW_WIDTH)] = (NID >= IPRangeLOWER && NID <= IPRangeUPPER) ? NID + INPUT_NEURON_START : NID - NeuStart + LOGICAL_NEURON_START;					
	assign WRAMAddress[(COLUMN_WIDTH-1):0] = Current_Affected;
	assign EXAddress = Current_Affected;
	assign INAddress = Current_Affected;
	assign Spiked_ExOrIn = RouteEnable && ((NID >= ExRangeLOWER && NID <= ExRangeUPPER) || (NID >= IPRangeLOWER && NID <= IPRangeUPPER)) ? 1'b0 : 1'b1 ;       
	assign CurrentWeight = WeightData;
	assign CurrentEx = ExWeightSum;
	assign CurrentIn = InWeightSum;
	assign NewExWeightSum = (~Spiked_ExOrIn)? CurrentEx + CurrentWeight : 0;
	assign NewInWeightSum = (Spiked_ExOrIn)? CurrentIn + CurrentWeight : 0;
	always @ (posedge Clock) begin 
		if(Reset) begin 
			WChipEnable <= 1'b0;
			EXChipEnable <= 1'b0;
			INChipEnable <= 1'b0;
			EXWriteEnable <= 0;
			INWriteEnable <= 0;
			RoutingComplete <= 0;	
			Current_Affected <= 0;
			DoneRead <= 0;
			DoneWrite <= 0;
			Next <= 0;
		end
		else if(Initialize && ~RouteEnable) begin 
			WChipEnable <= 1'b0;
			EXChipEnable <= 1'b0;
			INChipEnable <= 1'b0;
			EXWriteEnable <= 0;
			INWriteEnable <= 0;
			RoutingComplete <= 0;
			Current_Affected <= 0;
			DoneRead <= 0;	
			DoneWrite <= 0;
			Next <= 0;
		end
		else if(RouteEnable) begin
			WChipEnable <= 1'b1;
			EXChipEnable <= ~Spiked_ExOrIn;
			INChipEnable <= Spiked_ExOrIn;
			DoneRead <= WChipEnable && ~DoneWrite && ~Next;
			EXWriteEnable <= DoneRead && ~Spiked_ExOrIn && ~DoneWrite;
			INWriteEnable <= DoneRead && Spiked_ExOrIn && ~DoneWrite;
			DoneWrite <= DoneRead && ~Next;
			Next <= DoneRead;
			if (DoneWrite) begin 
				Current_Affected <= (Current_Affected < NeuEnd - NeuStart) ? Current_Affected + 1 : 0;
				RoutingComplete <= (Current_Affected < NeuEnd - NeuStart) ? 1'b0 : 1'b1;
			end
			else begin 
				Current_Affected <= Current_Affected;
			end
		end
		else begin 
			WChipEnable <= 1'b0;
			EXChipEnable <= 1'b0;
			INChipEnable <= 1'b0;
			EXWriteEnable <= 0;
			INWriteEnable <= 0;
			RoutingComplete <= 0;
			Current_Affected <= 0;
			DoneRead <= 0;	
			DoneWrite <= 0;
			Next <= 0;
		end
	end	
	always @ (posedge RouteEnable) begin 
		NID <= NeuronID;
	end
endmodule
==> results.py <==
# Flow results
metrics = {
    "clock_tree": {
        "postCtsSetupRepairBufs": 0,
        "cts_resized": 0,
        "tritoncts": "done",
        "cts_hold_buf": 0,
        "path_clk_slew_ns": 0.06,
    },
    "pwr": {
        "cellPowerDensity_nw_per_um2": 26.8,
        "peakVddDrop_mv": 0.0291,
        "total_leakage_power_uw": 0.00829,
    },
    "detailed_routing": {
        "drt-initial-drc-count": 794,
        "vias": 15200,
        "antenna_left": 0,
        "drc": 0,
        "dr.pass1.iters": 5,
        "post_drt_wl_per_cell_um": 21.8,
        "routed_via_density": 4.72,
        "wirelength_mm": 70.2,
    },
    "global_route": {
        "antenna_found_initial": 20,
        "grt-ovfl-total": 0,
        "grt_first_pass_wirelength_mm": 102,
        "grt_max_degree": 28,
        "grt_util_all_layers_pct": 16.3,
        "grt_pass1_vias": 16500,
    },
    "layout": {
        "synthToLayoutAreaGrowth_pct": 54.2,
        "layout-drive-gt1-share_pct": 4.37,
    },
    "synthesis": {
        "ys_cells": 1810,
        "mux_area_share_pct": 1.08,
        "yosysWarnings": 1,
        "ys_seq_share_pct": 5.89,
        "syn_area_um2": 12600,
        "synth_top_area_share_pct": 22.3,
        "synthTopCellsByArea": "ha_1 22%, a21oi_1 7.5%, nor2_1 6.2%, xnor2_1 6.0%, dfxtp_1 5.9%",
        "netlist-cell-type-count": 80,
        "topCombFamilyByArea": "AND-OR/OR-AND gates",
        "yosysTopAreaCell": "ha_1",
        "synth_area_per_cell_um2": 6.94,
        "top_cell": "ha_1",
        "postSynthCellCount": 1810,
        "ys_sh_aoi_pct": 31.0,
        "ys.flops": 37,
        "xor_area_share_pct": 9.97,
        "edf_count": 0,
        "common_cells": "224 x ha_1, 207 x nor2_1, 188 x a21oi_1, 133 x inv_1, 128 x nand2_1",
        "yosys_area_um2": 12600,
        "flop_cell": "dfxtp_1",
        "yosys.area_share.simple_pct": 20.7,
        "async_flop_share_pct": 0,
        "ys_sh_adder_pct": 22.9,
    },
    "run": {
        "warnings": 339,
        "max_cap_viol_count": 0,
    },
    "floorplan": {
        "core_area_um2": 71900,
        "chipWidth_um": 290,
        "fp-row-count": 98,
        "die_area_um2": 84100,
        "num_io_pins": 523,
        "fp_util_pct": 17.5,
        "die.size.y_um": 290,
    },
    "timing": {
        "skew_ns": 0.00552,
        "holdWs_ns": 0.421,
        "final.setup.tns_ns": 0,
        "slew_violations": 0,
        "worst_pin_slew_ns": 1.01,
        "relSlewSlack_pct": 32.7,
        "rsz0062_at_grt": "no",
        "finalSetupViolations": 0,
        "hold_violations": 0,
    },
    "worst_hold_path": {
        "min_path_type": "register to register",
    },
    "setup_path": {
        "critPathRequiredTime_ns": 37.12,
        "path_class": "clock port to output pin",
        "crit_arrival_ns": 25.60,
        "crit_path_start_kind": "clock port",
        "critPathMaxFanout": 10,
        "critPathCaptureType": "output pin",
    },
    "placed_design": {
        "hpwl_mm": 60.6,
        "io_buffers": 492,
        "place.gp.congestion": 0.992,
    },
    "status": {
        "status": "completed",
    },
}
-- power by group --
part | switching [uW] | internal [uW]
combinational | 107 | 93.3
clock | 98.5 | 184
sequential | 2.80 | 33.9
-- metrics by stage --
| step | instances | power [uW] | area (um2) | util (%) | setup WS, ns |
|---|---|---|---|---|---|
| 2_1_floorplan | 1810 | 187 | 12600 | - | 13.11 |
| 3_3_place_gp | 3152 | 335 | 18200 | 25.3 | 12.29 |
| 3_5_place_dp | 3152 | 334 | 18200 | 25.3 | 12.29 |
| 4_1_cts | 3213 | 541 | 19400 | 27.0 | 11.45 |
| 5_1_grt | 3213 | 567 | 19400 | 27.0 | 11.42 |
| 6_report | 3216 | 520 | 19400 | 27.0 | 11.52 |
-- cells in the final DEF, fill, tap and decap left out, types with 5 or more instances in the layout --
| cell type | synthesis | routed |
|---|---|---|
| clkdlybuf4s50_1 | 0 | 492 |
| ha_1 | 224 | 224 |
| nor2_1 | 207 | 207 |
| a21oi_1 | 188 | 188 |
| inv_1 | 133 | 137 |
| nand2_1 | 128 | 128 |
| o21ai_0 | 113 | 113 |
| a21o_1 | 89 | 89 |
| xnor2_1 | 86 | 86 |
| xor2_1 | 57 | 57 |
| nand4_1 | 51 | 51 |
| o21bai_1 | 38 | 38 |
| clkbuf_16 | 0 | 38 |
| dfxtp_1 | 37 | 37 |
| o21a_1 | 35 | 35 |
| nand3_1 | 32 | 32 |
| nor3_1 | 29 | 29 |
| nand2b_1 | 24 | 24 |
| nor2b_1 | 21 | 21 |
| and3_1 | 18 | 18 |
| a211oi_1 | 15 | 15 |
| and2_1 | 13 | 13 |
| or3_1 | 13 | 13 |
| o211ai_1 | 12 | 12 |
| a31oi_1 | 11 | 11 |
| o31ai_1 | 9 | 9 |
| a211o_1 | 9 | 9 |
| mux2i_1 | 9 | 9 |
| buf_4 | 39 | 7 |
| or2_2 | 6 | 6 |
| a311oi_1 | 6 | 6 |
| a2111oi_0 | 5 | 5 |
| o21ai_1 | 5 | 5 |
| inv_8 | 0 | 5 |
| clkinv_4 | 0 | 5 |
-- cell families after synthesis --
group,Yosys count
adder cells (fa/ha/maj),228
XOR/XNOR,143
buffers and inverters,240
multiplexers,13
AND-OR/OR-AND,593
flip-flops,37
AND/OR/NAND/NOR,556
-- critical path, cell delays in order --
cell and delay [ns]:
clkbuf_16 0.12, clkbuf_16 0.14, clkbuf_16 0.13, clkbuf_16 0.14
clkbuf_16 0.14, a21boi_2 0.15, clkbuf_16 0.25, clkbuf_16 0.18
a211o_1 0.22, a311oi_1 0.27, clkdlybuf4s50_1 0.64
-- routing by layer --
| metal | up-vias | track usage (%) | share of wire (%) |
|---|---|---|---|
| li1 | 7376 | - | - |
| met1 | 6636 | 17.5 | 38 |
| met2 | 853 | 22.3 | 40 |
| met3 | 280 | 12.4 | 15 |
| met4 | 36 | 10.1 | 5.6 |
| met5 | - | 0 | 0.34 |
-- layout make-up --
class / instances / area, um2
inverters: 131 / 492
multi-input cells: 1533 / 10800
diodes: 3 / 7.51
flip-flops and latches: 37 / 741
clock buffers: 169 / 2250
repair buffers: 371 / 3700
fillers: 7792 / 52500
clock inverters: 22 / 234
well taps: 950 / 1190
-- sequential cells by signal, indices dropped and copies added, names as in the netlist --
name and cells:
DoneRead 1, Next 1, INWriteEnable 1, DoneWrite 1
RoutingComplete 1, Current_Affected 14, EXChipEnable 1, EXWriteEnable 1
WChipEnable 1, INChipEnable 1, NID 14
-- worst paths after layout --
path	from	end	slack, ns	cells after the start
min in group clk1	NeuronID[10]	NID[10]$_DFF_P_	9.35	1
max in group clk1	NeuronID[7]	NID[7]$_DFF_P_	36.91	1
min	Next$_SDFF_PP0_	DoneWrite$_SDFF_PP0_	0.42	1
max reg2reg	NID[10]$_DFF_P_	EXWriteEnable$_SDFF_PP0_	42.56	12
min reg2reg	Next$_SDFF_PP0_	DoneWrite$_SDFF_PP0_	0.42	1
max	RouteEnable	NewInWeightSum[60]	11.52	11
Power and IR drop assume default switching activity.
