==> flow/design.v <==
`timescale 1ns/1ns
module SysControl
#(
	parameter BT_WIDTH = 36, 
	parameter DELTAT_WIDTH = 4
)
(
	input wire Clock,
	input wire Reset,
	input wire Initialize,
	input wire ExternalEnqueue,                                  
	input wire ExternalDequeue,                                  
	input wire Run,	
	input wire [(DELTAT_WIDTH-1):0] DeltaT,
	input wire IsInputQueueFull,
	input wire IsInputQueueEmpty,
	input wire [(BT_WIDTH-1):0] InputBT_Head,
	output wire InputReset,	
	output reg InputQueueEnable,
	output wire InputEnqueue,
	output wire InputDequeue,
	input wire IsAuxQueueFull,
	input wire IsAuxQueueEmpty,
	input wire [(BT_WIDTH-1):0] AuxBT_Head,
	output wire AuxReset,
	output reg AuxQueueEnable,
	output wire AuxDequeue,
	input wire IsOutQueueFull,
	input wire IsOutQueueEmpty,
	input wire [(BT_WIDTH-1):0] OutBT_Head,
	output wire OutReset,
	output reg OutQueueEnable,
	output wire OutDequeue,
	output wire InputRouteInputSelect,                           
	input wire InputRoutingComplete,
	output wire InputRouteReset,
	output wire InputRouteInitialize, 
	output wire InputRouteEnable,
	input wire InternalRoutingComplete,
	output wire InternalRouteReset,
	output wire [(BT_WIDTH-1):0] InternalCurrent_BT,
	output wire InternalRouteEnable,
	input wire MappingComplete,
	input wire UpdateComplete,
	output wire NeuronUnitReset,
	output wire NeuronUnitInitialize,
	output wire MapNeurons,
	output wire UpdateEnable,        				
	output wire InitializationComplete
);
	reg [(BT_WIDTH-1):0] Current_BT; 
	wire [(BT_WIDTH-1):0] DeltaT_Extended; 
	reg InDQ, AuxDQ, OutDQ, InREn, IntREn, UEn1, UEn2, UEn3, UEn, IRIS ; 
	assign InputReset = Reset;
	assign AuxReset = Reset;
	assign OutReset = Reset;
	assign InputRouteReset = Reset;
	assign InternalRouteReset = Reset;	
	assign NeuronUnitReset = Reset;
	assign InputRouteInitialize = Initialize; 
	assign NeuronUnitInitialize = Initialize;
	assign MapNeurons = Initialize && ~MappingComplete;
	assign DeltaT_Extended = {{BT_WIDTH-DELTAT_WIDTH{1'b0}},DeltaT};               
	assign InputEnqueue = ExternalEnqueue;
	assign InputDequeue = InDQ && ~InREn;
	assign AuxDequeue = AuxDQ && ~InREn;
	assign OutDequeue = OutDQ;
	assign InputRouteEnable = InREn && ~InputRoutingComplete;
	assign InternalRouteEnable = IntREn && ~InternalRoutingComplete;
	assign UpdateEnable = UEn;
	assign InputRouteInputSelect = IRIS;
	assign InternalCurrent_BT = Current_BT;
	assign InitializationComplete = MappingComplete;
	always @ (posedge Clock) begin 
		if (Reset) begin 
			InputQueueEnable <= 0;
			AuxQueueEnable <= 0;
			OutQueueEnable <= 0;
			InDQ <= 0;
			AuxDQ <= 0;
			OutDQ <= 0;
			IRIS <= 0;
			InREn <= 0;
			IntREn <= 0;
			UEn <= 0;
			UEn1 <= 0;
			UEn2 <= 0;
			UEn3 <= 0;
			Current_BT <= {BT_WIDTH{1'b0}};
		end
		else if (Initialize) begin 
			InputQueueEnable <= 1;
			AuxQueueEnable <= 1;
			OutQueueEnable <= 1;
			InDQ <= 0;
			AuxDQ <= 0;
			OutDQ <= 0;
			IRIS <= 0;
			InREn <= 0;
			IntREn <= 0;
			UEn <= 0;	
			UEn1 <= 0;
			UEn2 <= 0;
			UEn3 <= 0;
			Current_BT <= {BT_WIDTH{1'b0}};
		end
		else if (Run) begin
			InputQueueEnable <= 1;
			AuxQueueEnable <= 1;
			OutQueueEnable <= 1;
			InDQ <= (InputBT_Head == Current_BT && ~InputRouteInputSelect && ~IsInputQueueEmpty && ~InREn && ~UEn && ~IntREn) ? 1'b1 : 1'b0;
			AuxDQ <= (AuxBT_Head == Current_BT && InputRouteInputSelect && ~IsAuxQueueEmpty && ~InREn && ~UEn && ~IntREn) ? 1'b1 : 1'b0;
			OutDQ <= ExternalDequeue && ~IsOutQueueEmpty;
			IRIS <=  (InputBT_Head != Current_BT || ~IsAuxQueueEmpty) ? 1'b1 : 1'b0;
			if (InputDequeue || AuxDequeue) begin 
				InREn <= 1'b1;
			end
			else;
			if (InputRoutingComplete) begin 
				InREn <= 1'b0;
			end
			else;
			if ((InputBT_Head != Current_BT) && (IsAuxQueueEmpty) && ~InREn && ~IntREn) begin
				UEn1 <= 1'b1;
				UEn2 <= UEn1;
				UEn3 <= UEn2;
				UEn <= UEn3; 
			end
			else;			
			if (UpdateComplete) begin 
				UEn <= 1'b0;
				IntREn <= 1'b1;	
			end
			else;
			if(InternalRoutingComplete) begin 
				IntREn <= 1'b0;
				Current_BT <= Current_BT + DeltaT_Extended;
			end
			else;
		end
	end
endmodule
==> flow/run.sh <==
#!/bin/bash
# OpenROAD 26Q1-2900-gdf79404cd8, Yosys 0.63+post, stock flow scripts
make -C /OpenROAD-flow-scripts/flow DESIGN_CONFIG=/design/flow/config.mk WORK_HOME=/design/flow/orfs finish
==> flow/config.mk <==
export PLATFORM = sky130hd
export DESIGN_NAME = SysControl
export DESIGN_NICKNAME = SysControl
export VERILOG_FILES = /design/flow/design.v
export SDC_FILE = /design/flow/constraint.sdc
export NUM_CORES = 4
export LEC_CHECK = 1
export CORE_UTILIZATION = 50
==> flow/constraint.sdc <==
current_design SysControl

set clk_period 6.8
set clk_io_pct 0.2

create_clock -name clk0 -period $clk_period [get_ports {Clock}]

set non_clock_inputs [all_inputs -no_clocks]
set_input_delay [expr $clk_period * $clk_io_pct] -clock clk0 $non_clock_inputs
set_output_delay [expr $clk_period * $clk_io_pct] -clock clk0 [all_outputs]
==> flow_summary_export.csv <==
group,metric,value,unit
critical_path,cp_data_arrival_time,2660,ps
clocking,postCtsResizedCells,0,
critical_path,crit_chain,"clkdlybuf4s50_1 > nor2b_1 > clkdlybuf4s50_1",
clocking,post_cts_hold_buffer_count,0,
die,chipArea,6870,µm²
drt,drc_errors,0,
clocking,cts-root-to-sink-buffers,2,
timing,timing.slew.headroom,44.7,%
critical_path,r2r_end,"Current_BT[8]",
layout,drive_gt1_share,3.57,%
clocking,post-cts-setup-buffer-count,0,
hold_path,min-delay-path-class,"reg2reg",
drt,vias,3293,
die,placeableCoreArea,6350,µm²
logic_synthesis,post_synth_main_area_contributors,"sky130_fd_sc_hd__dfxtp_1 (29%), sky130_fd_sc_hd__xnor2_1 (14%), sky130_fd_sc_hd__xor2_1 (8.8%), sky130_fd_sc_hd__nand4_1 (3.8%), sky130_fd_sc_hd__a21oi_1 (3.4%)",
job,max_cap_violations,0,
logic_synthesis,ys_ff,47,
die,initial_core_util,51.5,%
global_route,grt_pass1_wl,15400,µm
clocking,clock_tree_from_tritoncts,"built",
power,power.static_leakage,0.00162,µW
logic_synthesis,async_flop_share,0,%
global_route,initial_antenna_violation_count,0,
critical_path,reg2reg_depth,7,
global_route,grt_start_max_net_pins,37,
clocking,cts-root-buf,"sky130_fd_sc_hd__clkbuf_8",
critical_path,critical_r2r_launch,"Current_BT[0]",
layout,areaGrowthSynthToFinish,43.3,%
logic_synthesis,top_cell_area_share,28.7,%
drt,diodes,0,
logic_synthesis,synth_cell_types,54,
drt,routed_wirelength,9800,µm
die,floorplan.io_pins,185,
timing,finalHoldViolCount,0,
critical_path,cp-end-kind,"output port",
logic_synthesis,top_area_cell,"sky130_fd_sc_hd__dfxtp_1",
timing,fin_skew,8.51,ps
placed_design,gp_congestion,0.897,
die,placementRows,29,
power,power_density,119,nW/µm²
job,openroad.warnings,65,
timing,finalClockPeriodUsage,59.1,%
placed_design,portBuffers,143,
logic_synthesis,edf_count,0,
critical_path,timing.critical_path.slowest_cell_delay,660,ps
logic_synthesis,top_cells_by_instance_count_after_synthesis,"sky130_fd_sc_hd__xnor2_1 (52), sky130_fd_sc_hd__dfxtp_1 (47), sky130_fd_sc_hd__xor2_1 (33), sky130_fd_sc_hd__a21oi_1 (22), sky130_fd_sc_hd__nand2_1 (22)",
die,fp.dieW,82.9,µm
run_status,result_of_the_run,"complete, no violations",
clocking,clock-sinks,47,
clocking,clk-insertion-delay-late,300,ps
global_route,via_count_of_the_first_global_routing_pass,3009,
timing,slew_violations,0,
logic_synthesis,synth.yosys.chip_area,3270,µm²
logic_synthesis,synth-cells-yosys,389,
global_route,grtUsageTotal,28.7,%
power,vdd.ir_drop.worst,94.2,µV
logic_synthesis,synth.cell_area,3270,µm²
critical_path,cp_slowest_cell,"sky130_fd_sc_hd__clkdlybuf4s50_1",
critical_path,crit_start,"Initialize",
timing,rsz0062_at_grt,"false",
timing,maximum_clock_frequency,0.249,GHz
clocking,cts_buffers,5,
layout,final_core_utilization,73.9,%
clocking,ctsHtreeMaxLevel,2,
drt,routed_wire_length_per_instance,16.9,µm
drt,drt-initial-drc-count,96,
drt,postRouteAntennaNets,0,
logic_synthesis,ys.flop_type,"sky130_fd_sc_hd__dfxtp_1",
logic_synthesis,postSynthSeqShare,28.7,%
critical_path,crit_top_cell,"sky130_fd_sc_hd__clkdlybuf4s50_1",
logic_synthesis,avgSynthCellArea,8.41,µm²
critical_path,critical_path_class,"in2out",
timing,final-setup-viol-count,0,
critical_path,worstPathRequired,5440,ps
drt,post_drt_via_cell_ratio,5.67,
clocking,clk_pin_slew_worst_paths,90,ps
timing,post-route-worst-setup-slack,2780,ps
logic_synthesis,netlist_instances,389,
critical_path,setup.worst_path.start_class,"primary input",
layout,num-fill-cells,466,
timing,post-route-min-period,4020,ps
critical_path,timing.critical_path.fanout_max,11,
drt,tritonroute_pass_1_iters,4,
placed_design,dp_slack,2760,ps
critical_path,setup.reg_to_reg.worst_slack,4370,ps
logic_synthesis,synth.most_common_cell,"sky130_fd_sc_hd__xnor2_1",
logic_synthesis,yosysWarnings,1,
timing,worst-slew-pin-transition,829,ps
placed_design,hpwl,7490,µm
critical_path,crit_end,"MapNeurons",
global_route,total_grt_overflow,0,
die,fp.dieH,82.9,µm
timing,timing.setup.tns,0,ps
logic make-up (layout without fill, tap and decap cells):
family / count (synthesis) / count (layout) / share of synthesized area (%)
compound gates: 57 / 57 / 11.2
xor+xnor: 85 / 85 / 22.7
simple gates: 149 / 149 / 27.2
mux: 4 / 4 / 1.22
buf+inv: 42 / 157 / 6.69
fa+ha+maj: 5 / 5 / 2.14
flops: 47 / 47 / 28.7
registers in the layout, summed over array words and instances (netlist names):
register and cells:
AuxDQ 1, Current_BT 36, IRIS 1, InDQ 1, InREn 1, InputQueueEnable 1, IntREn 1, OutDQ 1
UEn 1, UEn1 1, UEn2 1, UEn3 1
critical path, delay by kind of cell:
family | cells | cell delay [ps]
and+or+nand+nor | 1 | 170
buffers and inverters | 2 | 1130
final cells by class:
class	instances	area, µm²	area share (%)
clock buffer	7	76.3	1.63
inverter	5	18.8	0.400
tap	77	96.3	2.05
multi-input combinational	300	2110	45.1
sequential	47	941	20.1
timing repair buffer	144	1440	30.7
clock inverter	1	5.00	0.107
cells in the final DEF, fill, tap and decap left out, types with 12 or more instances in the layout:
cell                                n
sky130_fd_sc_hd__nor2_1            19
sky130_fd_sc_hd__xor2_1            33
sky130_fd_sc_hd__xnor2_1           52
sky130_fd_sc_hd__nand3_1           15
sky130_fd_sc_hd__or3_1             12
sky130_fd_sc_hd__nor4_1            12
sky130_fd_sc_hd__nand2_1           22
sky130_fd_sc_hd__a21oi_1           22
sky130_fd_sc_hd__dfxtp_1           47
sky130_fd_sc_hd__nand4_1           20
sky130_fd_sc_hd__clkdlybuf4s50_1  143
through the flow:
stage	power, µW	cells	hold slack, ps	area [µm²]
finish	559	581	471	4690
global route	583	581	503	4690
CTS	561	581	472	4690
detailed placement	397	573	459	4610
global placement	396	573	448	4610
floorplan	327	389	432	3270
worst min-delay path by stage:
stage         startpoint  endpoint  cells after the start
finish              UEn3      UEn3                      2
global route        UEn3      UEn3                      2
CTS                 UEn3      UEn3                      2
power by group:
part	leakage [µW]	switching (µW)	internal, µW
logic	0.00120	39.5	72.9
registers	0.000379	2.20	277
clock network	0.0000422	94.5	72.4
total	0.00162	136	422
layer usage:
metal,share of wire (%),GRT usage (%),vias up
met5,0,0,-
met2,47,45.3,146
li1,-,-,1621
met3,7.6,5.05,16
met4,2.0,5.49,0
met1,44,42.6,1510
Power and IR drop assume default switching activity.
